<file path="./config.mk">
export PLATFORM = sky130hd
export DESIGN_NAME = Instruction_Memory
export DESIGN_NICKNAME = Instruction_Memory
export VERILOG_FILES = /design/flow/design.v
export SDC_FILE = /design/flow/constraint.sdc
export NUM_CORES = 4
export LEC_CHECK = 1
export CORE_AREA = 10 10 70 70
export DIE_AREA = 0 0 80 80
</file>
<file path="./constraint.sdc">
current_design Instruction_Memory

set clk_period 1.5
set clk_io_pct 0.2

create_clock -name clk0 -period $clk_period

set non_clock_inputs [all_inputs -no_clocks]
set_input_delay [expr $clk_period * $clk_io_pct] -clock clk0 $non_clock_inputs
set_output_delay [expr $clk_period * $clk_io_pct] -clock clk0 [all_outputs]
</file>
<file path="./design.v">
module Instruction_Memory  
(
	input [63:0] Inst_Addr,  
	output reg[31:0] Instruction  
);
reg [7:0] register [15:0] ; 
	initial
	begin  
	register[0] = 8'b10000011;
	register[1] = 8'b00110100;
	register[2] = 8'b00000101;
	register[3] = 8'b00001111;
	register[4] = 8'b10110011;
	register[5] = 8'b10000100;
	register[6] = 8'b10011010;
	register[7] = 8'b00000000;
	register[8] = 8'b10010011;
	register[9] = 8'b10000100;
	register[10] = 8'b00010100;
	register[11] = 8'b00000000;
	register[12] = 8'b00100011;
	register[13] = 8'b00111000;
	register[14] = 8'b10010101;
	register[15] = 8'b00001110;
	end
	always@(*)
	Instruction = {register[Inst_Addr+3],register[Inst_Addr+2],register[Inst_Addr+1],register[Inst_Addr]}; 
endmodule
</file>
<file path="./run.sh">
#!/bin/bash
# OpenROAD 26Q1-2900-gdf79404cd8, Yosys 0.63+post, stock flow scripts
make -C /OpenROAD-flow-scripts/flow DESIGN_CONFIG=/design/flow/config.mk WORK_HOME=/design/flow/orfs finish
</file>
==> flow_summary_export.csv <==
group,metric,value,unit
outcome,status,"finished, violations left",
outcome,violations,"setup timing",
placement,gp_congestion,0.9235,
logic_synthesis,syn-cell-area,1166,µm²
grt,grt_max_degree,14,
logic_synthesis,top_area_cell,"ha_1",
final_layout,drive_above_1_share,0.6678,
worst_setup_path,worstPathArrival,1680,ps
route,drc_errors,0,
pwr,p_total,1.120,mW
logic_synthesis,top_area_frac,0.08584,
flow_run,drv_cap,0,
worst_setup_path,crit_required,1200,ps
route,via_per_inst,5.438,
logic_synthesis,synthCells,172,
logic_synthesis,yosysMostFrequentCell,"nor2_1",
logic_synthesis,ys_types,47,
floorplanning,core,3416,µm²
hold_path,hold_path.class,"in -> out",
floorplanning,fp_util,0.3414,
grt,grt_pass1_wl,8742,µm
worst_setup_path,slowest_stage,"a221oi_2",
grt,grt_use_total,0.1640,
timing,finalHoldViolCount,0,
logic_synthesis,ys_cells,172,
route,antenna_cells,0,
logic_synthesis,topCellsByArea,"ha_1, a21oi_1, mux2i_1",
route,wl_per_cell,18.74,µm
placement,io_buffers,32,
timing,setup_violations,28,
worst_setup_path,start_kind,"input port",
grt,grt_pass1_vias,1708,
worst_setup_path,path_cells,"buf_12 > inv_8 > ha_4 > a21oi_4 > buf_6 > o22ai_2 > a22o_1 > a221oi_2 > buf_2",
worst_setup_path,cp_max_fo,5,
floorplanning,fp.dieW,80,µm
placement,dp.cells,277,
final_layout,nClkBuffers,0,
logic_synthesis,yosys_area,1166,µm²
cts,cts_hold_buf,0,
pwr,p_leak,1.203,nW
pwr,ir_worst_vdd,234.3,µV
timing,fin_ws,-482.6,ps
floorplanning,core.rowCount,21,
pwr,power_density,419.9,nW/µm²
grt,gr-total-overflow,0,
grt,antenna_found_initial,0,
route,vias,1789,
route,first_iter_violations,116,
timing,rsz0062_at_grt,"yes",
logic_synthesis,ys.warnings.count,1,
worst_setup_path,endpoint_kind,"output port",
logic_synthesis,common_cells,"nor2_1, a21oi_1, nand2_1",
final_layout,synthToLayoutAreaGrowth,128.6,%
timing,fin_crit,1983,ps
timing,slew_viol_final,0,
worst_setup_path,max_stage_delay,290,ps
final_layout,seq_cells,0,
timing,fmax,504.4,MHz
route,dr.pass1.iters,4,
final_layout,fin_cells,329,
floorplanning,die-area,6400,µm²
flow_run,warning_count,101,
floorplanning,die_y,80,µm
floorplanning,ios,96,
worst_setup_path,critical_path_class,"in -> out",
logic_synthesis,synth_area_per_cell,6.780,µm²
timing,finalClockPeriodUsage,1.322,
route,drtAntennaViolNets,0,
route,routed_wl,6164,µm
logic_synthesis,synth-seq-area-share,0,
placement,dpl.hpwl,3055,µm
final_layout,seqCellArea,0,µm²
placement,pre_cts_ws,-1249,ps
cell usage in the layout (no fill, tap or decap), types with 3 or more instances in the layout:
master    instances
ha_4              6
nand2b_1          3
nand2_1          11
mux2i_1           5
conb_1            4
buf_4            48
nor2_2            4
o211ai_1          3
a221oi_2          3
nor2_1           10
a31oi_1           3
buf_6            39
nor2_4            4
buf_12            9
buf_8             3
nor2b_1           3
o31ai_1           3
a21oi_2           8
xnor2_4           4
buf_2            26
o21ai_1          14
o21ai_0           3
a21oi_1           9
worst paths after layout:
kind              slack (ps)         endpoint         start  cells after the start
setup / recovery        -480  Instruction[24]  Inst_Addr[1]                      9
hold / removal          1010  Instruction[26]  Inst_Addr[0]                      4
per-layer routing:
| layer | GRT usage | routed length [µm] |
|---|---|---|
| met1 | 0.2284 | 2887 |
| met2 | 0.2665 | 2869 |
| met3 | 0.01818 | 322 |
| met4 | 0.02993 | 85 |
| met5 | 0 | 0 |
worst max-delay path, delay by kind of cell:
kind	cells	cell delay, ps
compound gates	4	790
fa+ha+maj	1	160
buf+inv	4	420
stage by stage:
stage	util	hold slack, ps	cell area [µm²]	TNS (ps)
after floorplan	-	751.1	1295	-887.9
after global placement	0.5495	1749	1877	-31870
after detailed placement	0.5495	1750	1877	-32300
after CTS	0.7095	1013	2424	-9524
after global routing	0.7806	1028	2666	-9652
final	0.7806	1008	2666	-8170
layout make-up:
class	instances	area, µm²
tap	46	57.56
fill	176	749.5
timing repair buffer	129	1206
inverter	9	55.05
multi-input combinational	145	1348
power breakdown:
| part | internal (mW) | total [mW] | switching, mW | leakage [nW] |
|---|---|---|---|---|
| registers | 0 | 0 | 0 | 0 |
| logic | 0.637 | 1.12 | 0.482 | 1.20 |
| clock network | 0 | 0 | 0 | 0 |
| total | 0.637 | 1.12 | 0.482 | 1.20 |
timing repair:
action | 4_1_cts | 5_1_grt
gates resized | 171 | 56
gates cloned | 3 | 0
endpoints found under the setup margin | 28 | 28
buffers inserted | 39 | 12
pin swaps | 34 | 35
cells by family (layout without fill, tap and decap cells):
logic type | after synthesis | in the layout | synth area share
AND-OR/OR-AND | 66 | 66 | 0.3895
multiplexers | 8 | 8 | 0.06974
XOR/XNOR | 7 | 8 | 0.09765
adder cells (fa/ha/maj) | 8 | 8 | 0.08584
other | 1 | 4 | 0.003216
AND/OR/NAND/NOR | 51 | 51 | 0.2060
buffers and inverters | 31 | 138 | 0.1481
No activity file was given, so power comes from the tool's default toggle rates.
