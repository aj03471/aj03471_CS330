### flow/config.mk
export PLATFORM = sky130hd
export DESIGN_NAME = ID_EX
export DESIGN_NICKNAME = ID_EX
export VERILOG_FILES = /design/flow/design.v
export SDC_FILE = /design/flow/constraint.sdc
export NUM_CORES = 4
export LEC_CHECK = 1
export CORE_AREA = 10 10 296 296
export DIE_AREA = 0 0 306 306
### flow/constraint.sdc
current_design ID_EX

set clk_period 1.0
set clk_io_pct 0.2

create_clock -name clk0 -period $clk_period [get_ports {clk}]

set non_clock_inputs [all_inputs -no_clocks]
set_input_delay [expr $clk_period * $clk_io_pct] -clock clk0 $non_clock_inputs
set_output_delay [expr $clk_period * $clk_io_pct] -clock clk0 [all_outputs]
### flow/design.v
module ID_EX
(
  input [63:0]pc_in,
  input [63:0]imm_data_in,
  input [63:0]read_data1_in,
  input [63:0]read_data2_in,
  input [4:0]rs1_in,
  input [4:0]rs2_in,
  input [4:0]rd_in,
  input [3:0]funct4_in,
  input [1:0]wb_in,
  input [2:0]m_in,
  input [2:0]ex_in,
  input reset,
  input clk,
  output reg [63:0]pc_out,
  output reg [63:0]imm_data_out,
  output reg [63:0]read_data1_out,
  output reg [63:0]read_data2_out,
  output reg [4:0]rs1_out,
  output reg [4:0]rs2_out,
  output reg [4:0]rd_out,
  output reg [3:0]funct4_out,
  output reg  [1:0]wb_out,
  output reg  [2:0]m_out,
  output reg  [2:0]ex_out
);
always @ (posedge clk, posedge reset)
begin
  if (reset)
    begin
      pc_out = 0;
  imm_data_out = 0;
  read_data1_out = 0;
  read_data2_out = 0;
  rs1_out = 0;
  rs2_out = 0;
  rd_out = 0;
  funct4_out = 0;
  wb_out = 0;
  m_out = 0;
  ex_out = 0;
    end
else
  begin
  pc_out = pc_in;
  imm_data_out = imm_data_in;
  read_data1_out = read_data1_in;
  read_data2_out = read_data2_in;
  rs1_out = rs1_in;
  rs2_out = rs2_in;
  rd_out = rd_in;
  funct4_out = funct4_in;
  wb_out = wb_in;
  m_out = m_in;
  ex_out = ex_in;
end
end
endmodule
### flow/run.sh
#!/bin/bash
# OpenROAD 26Q1-2900-gdf79404cd8, Yosys 0.63+post, stock flow scripts
make -C /OpenROAD-flow-scripts/flow DESIGN_CONFIG=/design/flow/config.mk WORK_HOME=/design/flow/orfs finish
==> results.sh <==
# yosys + openroad results
export IMPL_critPathMaxStageDelay_ns=0.40
export IMPL_arrival_ns=1.09
export IMPL_postCtsSetupBuffers=0
export IMPL_io_buffers=567
export IMPL_core_area_um2=80800
export IMPL_grt_pass1_wl_mm=39.3
export IMPL_cp_required_ns=0.80
export IMPL_cts_buffers=30
export IMPL_hpwl_mm=22.4
export IMPL_finalCriticalPeriod_ns=1.29
export IMPL_netlist_area_um2=7090
export IMPL_via_per_inst=2.44
export IMPL_synth_distinct_cells=2
export IMPL_final_hold_viol_count=0
export IMPL_ys_warn_count=1
export IMPL_grt_setup_unrepaired="true"
export IMPL_slowest_stage="dfrtp_1"
export IMPL_slew_headroom_pct=81.9
export IMPL_vias=4908
export IMPL_critical_path_peak_fanout=1
export IMPL_setup_violations=283
export IMPL_num_fill_cells=8740
export IMPL_yosysTopAreaCell="dfrtp_1"
export IMPL_rows=104
export IMPL_first_pass_iters=4
export IMPL_grtUsageTotal_pct=5.61
export IMPL_drc=0
export IMPL_final_layout_size_suffix_gt1_share_pct=36.8
export IMPL_top_area_share_pct=99.9
export IMPL_max_freq_mhz=774
export IMPL_ys_seq_share_pct=99.9
export IMPL_path_clk_slew_ns=0.06
export IMPL_io_pin_count=568
export IMPL_synth_seq_cells=283
export IMPL_violations="negative setup slack"
export IMPL_tns_ns=-67.09
export IMPL_die_area_um2=93600
export IMPL_comb_cells=0
export IMPL_syn_to_final_growth_pct=98.7
export IMPL_topCellsByArea="dfrtp_1 (100%), inv_1 (0.053%)"
export IMPL_final_core_utilization_pct=17.4
export IMPL_worst_slew_pin_transition_ns=0.271
export IMPL_routed_wl_mm=27.3
export IMPL_leakage_nw=6.20
export IMPL_fin_ws_ns=-0.292
export IMPL_diodes=0
export IMPL_power_density_nw_per_um2=1780
export IMPL_path_cells="buf_2"
export IMPL_cts_max_level=1
export IMPL_grt_max_degree=39
export IMPL_fp_util_pct=8.77
export IMPL_final_layout_top_logic_cells="clkdlybuf4s50_1 (284), dfrtp_1 (283), buf_2 (283), clkbuf_16 (31), dlygate4sd3_1 (22)"
export IMPL_end_kind="output pin"
export IMPL_crit_end="pc_out[34]"
export IMPL_finalMaxSlewViolations=0
export IMPL_cpLargestDelayFamily="flip-flops"
export IMPL_hp_class="input pin to asynchronous set/reset pin"
export IMPL_antenna_left=0
export IMPL_tritoncts="yes"
export IMPL_yosysChipArea_um2=7090
export IMPL_grt_overflow=0
export IMPL_drtIter0Drc=138
export IMPL_path_class="register to output pin"
export IMPL_cts_buffer_depth=3
export IMPL_synthCells=284
export IMPL_peakVddDrop_mv=1.30
export IMPL_status="finished, violations left"
export IMPL_crit_path_start_kind="register"
export IMPL_crit_buf_inv=1
export IMPL_avgSynthCellArea_um2=24.9
export IMPL_routedWlPerCell_um=13.6
export IMPL_min_period_over_period_pct=129
export IMPL_warning_count=28
export IMPL_antenna_found_initial=4
export IMPL_final_comb_area_um2=0
export IMPL_place_gp_congestion=0.803
export IMPL_grt_pass1_vias=5623
export IMPL_cp_num_cells=1
export IMPL_root_buffer="clkbuf_16"
export IMPL_die_height_um=306
export IMPL_drv_cap=0
export IMPL_crit_start="pc_out[34]"
export IMPL_mostFrequentLayoutCell="clkdlybuf4s50_1"
export IMPL_clock_sinks=283
export IMPL_fp_dieW_um=306
export IMPL_yosys_stat_cells=284
layer usage:
metal | share of wire [%] | global-route usage [%]
met5 | 0.084 | 0
met4 | 2.8 | 1.32
met3 | 14 | 3.46
met2 | 51 | 9.70
met1 | 32 | 5.63
metrics by stage:
stage	area, µm²	std cells	worst slack [ns]	power (mW)	hold slack (ns)
after floorplan	7090	284	-2.95	12.4	0.231
after global placement	14300	1931	-0.209	15.0	0.631
after detailed placement	14300	1931	-0.238	15.0	0.638
after CTS	14100	2008	-0.372	25.7	0.000235
after global routing	14100	2008	-0.374	26.2	0.0103
final	14100	2008	-0.292	25.1	0.0572
power breakdown:
part / switching [mW] / total (mW) / internal [mW] / leakage [nW]
logic: 0.585 / 2.04 / 1.46 / 2.43
clock network: 4.47 / 10.9 / 6.41 / 0.476
registers: 0.136 / 12.2 / 12.0 / 3.30
flip-flops by register name, indices dropped and copies added, names as in the netlist:
register        flops
ex_out              3
pc_out             64
rs1_out             5
read_data2_out     64
read_data1_out     64
m_out               3
wb_out              2
imm_data_out       64
rd_out              5
funct4_out          4
rs2_out             5
area by class of cell:
| cell class | instances | area (µm²) | share of cell area [%] |
|---|---|---|---|
| Timing Repair Buffer | 609 | 4680 | 33.2 |
| Inverter | 1 | 7.51 | 0.0533 |
| Clock buffer | 47 | 896 | 6.36 |
| Clock inverter | 8 | 86.3 | 0.613 |
| Tap cell | 1060 | 1330 | 9.42 |
| Sequential cell | 283 | 7080 | 50.3 |
repair_timing:
| item | CTS | global route |
|---|---|---|
| hold buffers | 22 | 0 |
| pin swaps | 0 | 0 |
| endpoints found under the setup margin | 283 | 283 |
| endpoints found under the hold margin | 23 | 0 |
| resized | 923 | 0 |
| gates cloned | 0 | 0 |
cells by family after synthesis:
group                  Yosys count  share of synthesized area [%]
buffers and inverters            1                         0.0529
DFF                            283                           99.9
synthesized netlist by cell type:
cell type	instances
dfrtp_1	283
inv_1	1
worst min path at each step:
stage	start	end	slack (ns)	cells past startpoint
4_1_cts	read_data2_in[55]	read_data2_out[55]	0.0002	1
5_1_grt	read_data1_in[54]	read_data1_out[54]	0.01	1
6_report	reset	read_data2_out[42]	0.06	3
tightest hold or removal path: stages:
cell and delay (ns):
clkdlybuf4s50_1 0.46, clkinvlp_4 0.13, buf_12 0.16
No activity file was given, so power comes from the tool's default toggle rates.
