--- design/flow/constraint.sdc ---
current_design EX_MEM

set clk_period 1.0
set clk_io_pct 0.2

create_clock -name clk0 -period $clk_period [get_ports {clk}]

set non_clock_inputs [all_inputs -no_clocks]
set_input_delay [expr $clk_period * $clk_io_pct] -clock clk0 $non_clock_inputs
set_output_delay [expr $clk_period * $clk_io_pct] -clock clk0 [all_outputs]
--- design/flow/run.sh ---
#!/bin/bash
# OpenROAD 26Q1-2900-gdf79404cd8, Yosys 0.63+post, stock flow scripts
make -C /OpenROAD-flow-scripts/flow DESIGN_CONFIG=/design/flow/config.mk WORK_HOME=/design/flow/orfs finish
--- design/flow/config.mk ---
export PLATFORM = sky130hd
export DESIGN_NAME = EX_MEM
export DESIGN_NICKNAME = EX_MEM
export VERILOG_FILES = /design/flow/design.v
export SDC_FILE = /design/flow/constraint.sdc
export NUM_CORES = 4
export LEC_CHECK = 1
export CORE_AREA = 10 10 198 198
export DIE_AREA = 0 0 208 208
--- design/flow/design.v ---
module EX_MEM
(
  input [1:0]wb_in,
  input [2:0]m_in,
  input [63:0]adder_out_in,
  input [63:0]alu_result_in,
  input [63:0]mux_in,
  input [4:0]rd_in,
  input clk,
  input Zero,
  input reset,
  output reg [1:0]wb_out,
  output reg [2:0]m_out,
  output reg [63:0]adder_out_out,
  output reg [63:0]alu_result_out,
  output reg [63:0]mux_out,
  output reg [4:0] rd_out,
  output reg Zero_out
);
always @(posedge clk, posedge reset)
begin
  if (reset)
    begin
      wb_out = 0;
      m_out = 0;
      adder_out_out = 0;
      alu_result_out = 0;
      mux_out = 0;
      rd_out = 0;
      Zero_out = 1'b0;
    end
  else
    begin
      wb_out = wb_in;
      m_out = m_in;
      adder_out_out = adder_out_in;
      alu_result_out = alu_result_in;
      mux_out = mux_in;
      rd_out = rd_in;
      Zero_out = Zero;
    end
end
endmodule
==> run notes <==
impl run done, here's what came out: cell with the most instances after synthesis=dfrtp_1, placed wire-length estimate=a little under 20000 µm, Post-Syn Instances=between 200 and 250, Async S/R FF share, synth=approximately 100%, Unique masters post-synth=2, pin count of the biggest net entering global routing=roughly 60, via count of the first global-routing pass=slightly below 4000, total of max-cap violations=0, port bufs=between 400 and 500, worst slew slack as a fraction of its limit=76.3%, core area=~0.035 mm², post-DR vias/cell=around 3.1, post-layout power=between 15 and 20 mW, family with the most delay on the worst path=flip-flops, footprint of the flip-flops and latches=slightly above 0.005 mm², share of cells above drive strength 1=a little under two fifths, top area cells in the synthesized netlist=dfrtp_1 (100%), inv_1 (0.074%), Final Cycle Share=127%, die area=about 0.043 mm², TritonCTS clock tree=done, worst ir drop on vdd=1.42 mV, chip area from the yosys synthesis statistics=slightly above 0.005 mm², standby leakage power=~4.5 nW, clk buf depth=3, violation count after the first detailed-routing iteration=roughly 100, CTS hold repair buffers=0, Init Core Util=between 10 and 15%, post-placement cell area=about 0.01 mm², CP Capture Type=output port, slowest stage cell, crit path=dfrtp_1, synthesis-to-finish area growth=92.1%, top cell type's share of synthesized area=99.9%, number of slew-limit violations in the final report=0, longest individual stage delay on the worst path=around 0.4 ns, most common flop cell mapped by yosys=dfrtp_1, netlist area before placement=0.00508 mm², number of hold-slack violations in the final timing report=0, last weighted congestion value of the routability-driven placer=0.844, Worst Max-Slew Pin Slew=0.355 ns, total non-filler cell area in the finished layout=0.00976 mm², number of warning messages in the yosys log=1, number of placement rows=roughly 70, final wirelength=23800 µm, number of cells in Yosys stat=around 200, DR DRC count=0, number of H-tree levels=1, GRT overflow=0, first-pass GRT wire length=33800 µm, multi-input combinational gate total=0, dominant cell type by area after synthesis=dfrtp_1, Logic area=0 µm², Pre-antenna DRT Iters=4, worst setup path startpoint=adder_out_out[23], power density of the placed cells=1990 mW/mm², wire length per cell=about 21 µm, min Tclk post-route=about 1.3 ns, filler cell count in the final layout=around 3500, horizontal extent of the die=approximately 210 µm, I/O pins=approximately 400, run status=finished, violations left, Avg Synthesized Cell Area=24.9 µm², total number of warnings across the stage logs=28, Clock Tree Root=clkbuf_16, most instantiated cells after synthesis=dfrtp_1 (203), inv_1 (1), buffer and inverter count on the worst path=1, kind of critical path=flip-flop to output port, path class of the lowest-slack min-delay path=primary input to asynchronous set/reset pin, number of storage elements in the synthesis netlist=between 200 and 250, CTS buffer count=24, data required time of the worst path=around 0.80 ns, vias after detailed routing=3534, CP cell instances=buf_2, number of standard cells in the final layout excluding fillers=between 1000 and 1500, CTS clock-pin slew for the worst setup and hold paths=~0.06 ns, instance count after placement with tap cells included=between 1000 and 1500, data arrival time of the critical path=~1.1 ns, failing checks=setup timing, initial antenna violation count=12, endpoints failing setup=203, Post-Place Worst Slack=-0.107 ns, floorplan die height=208 µm, total routing resource utilization after global routing=about 11%, RSZ-0062 raised after global routing=yes, fmax=0.787 GHz, Setup WS post-layout=-0.271 ns, final worst hold slack=roughly 0.081 ns, Clock Sinks=about 200, Post-synth EDFFs=0, share of the yosys chip area belonging to registers=approximately 100%, maximum fanout along the worst path=1, nature of the critical path startpoint=flip-flop, Routed Antenna Nets=0
## power by group
part           total, mW  switching (mW)  internal (mW)
sequential          8.72          0.0958           8.63
combinational       1.49           0.456           1.03
clock               9.23            3.50           5.73
total               19.4            4.05           15.4
## cell families (layout without fill, tap and decap cells)
| kind of cell | Yosys count | after routing | synth area share (%) |
|---|---|---|---|
| other cells | 0 | 3 | 0 |
| flops | 203 | 203 | 99.9 |
| buf+inv | 1 | 461 | 0.0738 |
## worst paths after layout
kind | endpoint | slack, ns | cells after the start
min in group clk0 | mux_out[36] | 0.10 | 1
max | adder_out_out[23] | -0.27 | 1
max in group asynchronous | alu_result_out[23] | 0.55 | 3
min | adder_out_out[59] | 0.08 | 3
## placed cells by master (no fill, tap or decap)
cell type / instances
clkdlybuf4s50_1: 204
dfrtp_1: 203
buf_2: 200
clkbuf_16: 24
buf_12: 7
clkbuf_1: 5
bufinv_16: 4
buf_4: 4
diode_2: 3
clkbuf_8: 3
buf_6: 3
clkinvlp_4: 2
clkinv_16: 1
clkinv_2: 1
inv_8: 1
clkinv_4: 1
inv_6: 1
## flip-flops by register name, summed over array words and instances (netlist names)
register / count
rd_out: 5
alu_result_out: 64
m_out: 3
Zero_out: 1
adder_out_out: 64
wb_out: 2
mux_out: 64
## repair_timing
item / in CTS / in global routing
buffers inserted: 0 / 0
resized: 686 / 0
setup endpoints to repair: 203 / 203
## layer usage
layer | part of all wire [%] | global-route usage [%] | vias to the layer above
met1 | 36 | 12.5 | 1702
li1 | - | - | 1529
met3 | 12 | 5.88 | 48
met2 | 49 | 17.8 | 237
met5 | 0.47 | 0 | -
met4 | 2.6 | 2.59 | 18
## layout make-up
cell class | count | area share, %
timing repair buffer | 418 | 33.3
clock buffer | 32 | 6.77
sequential | 203 | 52.0
inverter | 1 | 0.0769
antenna | 3 | 0.0769
tap | 455 | 5.83
clock inverter | 10 | 1.96
## per-stage QoR
step / TNS (ns) / utilization (%)
after CTS: -48.02 / 28.1
final: -40.11 / 28.1
after global placement: -1.03 / 28.5
after floorplan: -371.55 / -
after detailed placement: -1.40 / 28.5
after global routing: -51.15 / 28.1
Power is estimated from default activity; no workload was simulated.
